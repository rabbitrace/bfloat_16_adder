==> flow/design.v <==
module bfloat16_adder (output logic [15:0] sum,
			output logic ready, input logic [15:0] a, b,
			input logic clock, nreset);
	enum{IDLE,EXTRACTA,EXTRACTB,COMPARE,ADD,RESTOR,FINISH} state; 
	logic [6:0] sum_mantissa;
	logic[7:0] a_exponent,b_exponent,sum_exponent,d_exponent;
	logic a_signal,b_signal;
	logic[9:0]a_combination,b_combination,sum_combination; 
	always_ff@(posedge clock,negedge nreset)
		if(!nreset)begin
			state <= IDLE;
			sum = '0;
		end
		else 
			case(state)
				IDLE: 
					state <= EXTRACTA;
				EXTRACTA:
					begin
						a_signal <= a[15];
						a_exponent <= a[14:7];
						a_combination <= {a[15],1'b0,1'b1,a[6:0]};
						state <= EXTRACTB ;
					end
				EXTRACTB:
					begin
						b_signal <= b[15];
						b_exponent <= b[14:7];
						b_combination <= {b[15],1'b0,1'b1,b[6:0]};
						state <= COMPARE ;
					end
				COMPARE:
					begin
						if(a_exponent > b_exponent) 
							if((a_exponent -b_exponent)>= 4'd8 )  
								begin
									sum_exponent <= a_exponent;
									sum_combination <= a_combination ;
									sum_mantissa <= a_combination[6:0];
									state <= FINISH ;
								end
							else 
								begin
									b_exponent <= b_exponent + 1'b1;
									b_combination[7:0] ={1'b0,b_combination[7:1]} ;
									state <= ADD;  
								end
						else if (b_exponent > a_exponent)
							begin
								if((b_exponent - a_exponent)>= 4'd8 )
									begin
										sum_exponent <= b_exponent;
										sum_combination <= b_combination ;
										sum_mantissa <= b_combination[6:0];
										state <= FINISH ;
									end
								else 
									begin
										a_exponent <= a_exponent + 1'b1;
										a_combination[7:0] ={1'b0,a_combination[7:1]} ;
										state <= ADD;
									end
							end
						else if (a_exponent == b_exponent)
								begin
									sum_exponent <= a_exponent;
									state <= ADD;
								end
					end
				  ADD:
					begin
						if(a_signal == b_signal)
							begin
								sum_combination[8:0] <= a_combination[8:0] + b_combination[8:0];
								sum_combination[9] <= a_signal ;
							end
						else if ((a_signal!= b_signal) && (a_combination[8:0] >b_combination[8:0]))
							begin
								sum_combination[8:0] <= a_combination[8:0] - b_combination[8:0];
								sum_combination[9] <= a_signal ;
							end
						else if ((a_signal!= b_signal) && (b_combination[8:0] > a_combination[8:0] ))
							begin
								sum_combination[8:0] = b_combination[8:0] - a_combination[8:0] ;
								sum_combination[9] <= b_signal ;
							end
						state <= RESTOR;
					end
				RESTOR :
					begin
						if(sum_combination[8] == 1'b1)  
							begin
							sum_exponent <= sum_exponent + 1'b1 ;
							sum_mantissa <= sum_combination[7:1];  
							state <= FINISH ;
							end
						else if (sum_combination[7] == 1'b0)
							begin
								sum_exponent <= sum_exponent - 1'b1;
								sum_combination[8:0] <={sum_combination[7:0],1'b0};
								state <= RESTOR ;  
							end
						else if (sum_combination[7] == 1'b1)
							begin
								sum_mantissa <=  sum_combination[6:0];  
								state <= FINISH;
							end
					end
				 FINISH :
					begin
						sum <= {sum_combination[9],sum_exponent,sum_mantissa};  
						state <=  IDLE ;
					end
					default:  state <= IDLE ;
			endcase 
	always_comb
		begin
			if(state == IDLE)
				ready = 1'b1;
			else 
				ready = 1'b0;
		end
endmodule 
==> flow/run.sh <==
#!/bin/bash
# OpenROAD 26Q1-2900-gdf79404cd8, Yosys 0.63+post, stock flow scripts
make -C /OpenROAD-flow-scripts/flow DESIGN_CONFIG=/design/flow/config.mk WORK_HOME=/design/flow/orfs finish
==> flow/config.mk <==
export PLATFORM = sky130hd
export DESIGN_NAME = bfloat16_adder
export DESIGN_NICKNAME = bfloat16_adder
export VERILOG_FILES = /design/flow/design.v
export SDC_FILE = /design/flow/constraint.sdc
export NUM_CORES = 4
export LEC_CHECK = 1
export CORE_UTILIZATION = 40
==> flow/constraint.sdc <==
current_design bfloat16_adder

set clk_period 4.9
set clk_io_pct 0.2

create_clock -name clk0 -period $clk_period [get_ports {clock}]

set non_clock_inputs [all_inputs -no_clocks]
set_input_delay [expr $clk_period * $clk_io_pct] -clock clk0 $non_clock_inputs
set_output_delay [expr $clk_period * $clk_io_pct] -clock clk0 [all_outputs]
==> results_slide.txt <==
Key Metrics from the Run

Synthesis
  – Post-synth ARST share: 0.280
  – Post-synth top flop: edfxtp_1
  – Post-synth regs: slightly above 80
  – Mean Syn Cell Area: 10.5 um^2
  – Synth Instances: 567
  – Synth Seq Share: 0.395
  – Yosys cell count: 567
  – Post-synth EDFFs: 59
  – Yosys stat chip area: 5940 um^2
  – Post-Syn Area: 5940 um^2
  – Distinct lib cells used: 64
  – YS warnings: 1

Power and ir drop
  – Sw power: 317 uW
  – VDD IR max: 0.160 mV
  – Clock power share: 0.456
  – Flop pwr share: 0.514
  – Pwr dens: 209 nW/um^2
  – Sw Ratio: 0.220
  – P_int: ~1.1 mW
  – Combinational power share: 0.030
  – Leakage: around 2.8 nW

Flow run
  – Number of OpenROAD warnings: 50
  – Max cap viols: 0

STA
  – RSZ-0062 raised after global routing: false
  – Post-layout period usage: 0.668
  – Final hold vios: 0
  – Rel. slew slack: 0.503
  – Pins Over Slew Limit: 0
  – Setup TNS Final: 0 ns
  – Skew final: 0.00788 ns
  – Worst Setup Slack, final: around 1.6 ns
  – Fmax: 0.306 GHz
  – Period minus WS final: between 3 and 4 ns
  – Setup Viol. Count Final: 0
  – Worst Max-Slew Pin Slew: 0.743 ns

Placed design
  – Port Buffers: 50
  – Dpl ws: 1.66 ns
  – Detail Placement HPWL: ~10,000 um
  – GPL Wtd Cong: 0.900

Clock tree
  – Clock transition at path regs: ~0.06 ns
  – Number of hold buffers added after CTS: 0
  – CTS buffer count: 9
  – CTS tree: yes
  – H-tree Lvls: 3
  – Clk sinks: ~82
  – CTS root buffer: clkbuf_16
  – Worst skew pair latency: 0.35 ns
  – Resize count post-CTS: 0
  – Clock buffer depth: 2
  – Post-CTS Setup Inserts: 0

Setup path
  – Delay of the slowest cell on the worst path: 0.60 ns
  – Crit path buffers/inverters: 1
  – Cells along the critical path: inv_1, ha_1, nor2b_1, o21ai_0, a21oi_1, o21a_1, nand4_1, o21ai_2, a2111oi_0
  – Max stage delay cell, worst path: a2111oi_0
  – Crit-path max FO: 6
  – Crit path required time: 4.89 ns
  – Critical Path End Type: flop
  – Worst EP arrival: 3.26 ns
  – Largest delay contributor family on the critical path: AND-OR/OR-AND gates
  – Worst setup SP type: flop
  – Critical path class: reg2reg

Routing
  – Remaining antenna violation count: 0
  – Routed WL: 13,300 um
  – DRC viols: 0
  – Vias: 4,288
  – Ant. Diodes: 0
  – DR pass1 iterations: 5
  – Vias/cell: 5.36
  – Drt first-iter violations: 256
  – DR WL/cell: between 15 and 20 um

Global route
  – Total track usage: 0.192
  – Global-route wire length before repair: 21,500 um
  – Initial antenna violation count: 0
  – Vias in the first global route: 4,097
  – Largest net degree at the start of global routing: 48
  – Total congestion overflow: 0

Layout
  – Fraction of layout cells with a size suffix above 1: 0.125
  – Synth-to-Final Area Change: 15.9%
  – Most frequent logic cells in the routed design: edfxtp_1, clkdlybuf4s50_1, inv_1, ha_1, a21oi_1
  – Top logic cell by instance count in the layout: edfxtp_1

Floorplanning
  – Row count: approximately 44
  – Core area: 14,500 um^2
  – Die span in y: 124 um
  – Total die size: 15,300 um^2
  – Floorplan utilization: 0.409
  – Die Width: approximately 120 um
  – Top Ports: 51

Outcome
  – Status: completed

Min path
  – Hold WC Path Type: reg2reg
[final timing paths]
kind                                               from                           end  slack [ns]  cells after the start
max in group asynchronous                        nreset            state[0]$_DFF_PN1_        3.60                      2
worst max register to register  a_exponent[2]$_DFFE_PP_  sum_combination[9]$_DFFE_PP_        1.63                      9
worst min-delay path                 state[0]$_DFF_PN1_            state[4]$_DFF_PN0_        0.40                      0
min in group asynchronous                        nreset           sum[13]$_DFFE_PN0P_        1.00                      2
worst min register to register       state[0]$_DFF_PN1_            state[4]$_DFF_PN0_        0.40                      0
worst max-delay path            a_exponent[2]$_DFFE_PP_  sum_combination[9]$_DFFE_PP_        1.63                      9
[metal layers]
layer  vias to the layer above  wire length [um]  track usage
met5                         -                 0            0
met1                      2008              6900        0.322
met2                       117              5300        0.260
li1                       2151                 -            -
met4                         0               215       0.0241
met3                        12               910       0.0519
[power groups by stage]
| stage | logic, mW | clock network (mW) | registers (mW) |
|---|---|---|---|
| 4_1_cts | 0.0444 | 0.682 | 0.740 |
| 5_1_grt | 0.0479 | 0.710 | 0.740 |
| 6_report | 0.0435 | 0.658 | 0.741 |
[cell usage after synthesis (all sizes together) (4+ instances only)]
cell type  count  area (um^2)
a21oi         48          244
nand4          4         25.0
edfxtp        59         1770
a31oi          5         31.3
inv           49          184
nand2         19         71.3
o21ai         31          163
dfrtp         22          551
nor2b          8         50.1
o21a           9         67.6
xor2           5         43.8
a21o           9         67.6
nor2          35          131
o22ai          5         37.5
buf           17          108
nor3           7         35.0
mux2i         40          400
mux2          37          420
xnor2         25          219
nand3         12         60.1
fa             5          100
a221oi         6         76.3
o21bai         6         45.0
ha            48          601
and2           4         25.0
clkbuf         9         33.8
[kinds of logic after synthesis]
family / synth area share
DFF: 0.395
xor gates and xnor gates: 0.0442
AOI/OAI and AO/OA: 0.165
adders and majority gates: 0.118
and+or+nand+nor: 0.0851
buffers and inverters: 0.0547
muxes: 0.138
[cell type report]
| cell class | instances | area [um^2] |
|---|---|---|
| clock buffer | 9 | 225 |
| clock inverter | 7 | 61.3 |
| fill | 1356 | 7650 |
| inverter | 49 | 184 |
| multi-input combinational | 410 | 3270 |
| sequential | 82 | 2350 |
| tap | 184 | 230 |
| timing repair buffer | 59 | 568 |
[flip-flops by register name, summed over array words and instances (netlist names), 7 cells and up]
signal / count
a_combination: 8
a_exponent: 8
b_combination: 9
b_exponent: 8
state: 7
sum: 16
sum_combination: 10
sum_exponent: 8
sum_mantissa: 7
[per-stage QoR]
step / total power [mW] / hold slack [ns] / instance area [um^2] / utilization / cells
floorplan: 0.766 / 0.353 / 5940 / - / 567
global placement: 0.799 / 0.392 / 6600 / 0.454 / 784
detailed placement: 0.799 / 0.393 / 6600 / 0.454 / 784
CTS: 1.47 / 0.402 / 6890 / 0.474 / 800
global route: 1.50 / 0.411 / 6890 / 0.474 / 800
finish: 1.44 / 0.400 / 6890 / 0.474 / 800
Power figures rest on the tool's default switching activity, not on a simulated workload.
